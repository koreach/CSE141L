<file path="flow/config.mk">
export PLATFORM = sky130hd
export DESIGN_NAME = instr_fet
export DESIGN_NICKNAME = instr_fet
export VERILOG_FILES = /design/flow/design.v
export SDC_FILE = /design/flow/constraint.sdc
export NUM_CORES = 4
export LEC_CHECK = 1
export CORE_AREA = 10 10 70 70
export DIE_AREA = 0 0 80 80
</file>
<file path="flow/constraint.sdc">
current_design instr_fet

set clk_period 1.2
set clk_io_pct 0.2

create_clock -name clk0 -period $clk_period [get_ports {clk}]

set non_clock_inputs [all_inputs -no_clocks]
set_input_delay [expr $clk_period * $clk_io_pct] -clock clk0 $non_clock_inputs
set_output_delay [expr $clk_period * $clk_io_pct] -clock clk0 [all_outputs]
</file>
<file path="flow/design.v">
package definitions;
typedef enum logic[2:0] {
  SLL = 3'b000,	     
  SRL = 3'b001,		 
  ADD = 3'b010,		 
  SUB = 3'b011,		 
  LSW = 3'b100,
  CLR = 3'b101,
  EMK = 3'b110,
  INC = 3'b111
	 } op_code;
endpackage  
module instr_ctr(
  input             clk,
                    init,
                    br4,		    
                    jp0,		    
  output logic[2:0] PC);		    
always_ff @(posedge clk)
  if(init)						    
    PC <= 0;
  else if(br4)	                    
    PC <= PC + 4;
  else if(jp0)					    
    PC <= 0;
  else 
    PC <= PC + 1;                   
endmodule
module instr_fet(
  input       clk,
              init,
	     	  br4,
		      jp0,
  output[2:0] PC,		 	    
  output[9:0] instr);		    
instr_ctr ic1(.*);
instr_rom ir1(.*);
endmodule
module instr_rom(
  input [2:0] PC,
  output[9:0] instr);
logic[9:0] core[2**3];
assign instr = core[PC];
endmodule
</file>
<file path="flow/run.sh">
#!/bin/bash
# OpenROAD 26Q1-2900-gdf79404cd8, Yosys 0.63+post, stock flow scripts
make -C /OpenROAD-flow-scripts/flow DESIGN_CONFIG=/design/flow/config.mk WORK_HOME=/design/flow/orfs finish
</file>
==> impl_summary.log <==
[flow] collecting metrics
INFO  metric fmax = 0.855 GHz
INFO  metric largest_reg_flops = 3
INFO  metric route.final.wire_length = 530 um
INFO  metric p_leak = 0.147 nW
INFO  metric grt_max_degree = 8
INFO  metric yosys.area.top_type = buf_4
INFO  metric worst_ep_required_time = 1.34 ns
INFO  metric cts_tree = yes
INFO  metric synth.cellmix.xorXnorShare = 0%
INFO  metric drtAntennaViolNets = 0
INFO  metric min_period = 1.17 ns
INFO  metric total_vias_in_the_final_route = 182
INFO  metric aoi_share = 14.5%
INFO  metric mux_area_share = 0%
INFO  metric total_routing_resource_utilization_after_global_routing = 1.62%
INFO  metric synth.comb.largest_family = buffers and inverters
INFO  metric ys_area = 224 um2
INFO  metric min_path_type = in -> reg
INFO  metric clk_root_buffer_cell = clkbuf_4
INFO  metric grt_overflow = 0
INFO  metric area_delta_synth_final = 57.5%
INFO  metric routed_wire_length_per_instance = 6.46 um
INFO  metric setup_repair_after_global_routing_missed_its_margin = false
INFO  metric floorplan.core_area = 3420 um2
INFO  metric grt_first_pass_wirelength = 876 um
INFO  metric final.period_utilization = 97.4%
INFO  metric rows = 21
INFO  metric clock_skew = 0.00111 ns
INFO  metric topCellsByArea = buf_4, dfxtp_1, or3b_1, a221oi_2, ha_1
INFO  metric fp_core_util = 6.56%
INFO  metric drt_iter0_drc = 0
INFO  metric ctsLongestPathBuffers = 2
INFO  metric drt-vias-per-instance = 2.22
INFO  metric port_buffers = 6
INFO  metric yosysCellCount = 25
INFO  metric synth_area_per_cell = 8.96 um2
INFO  metric worstSetupEndpointType = flip-flop
INFO  metric warning_count = 25
INFO  metric chip_area = 6400 um2
INFO  metric fin_hold_ws = 0.481 ns
INFO  metric top_area_share = 33.5%
INFO  metric synth_simple_gate_area_share = 17.9%
INFO  metric power.ir.vdd_worst = 243 uV
INFO  metric number_of_global_route_vias_before_repair = 210
INFO  metric reg_top3 = ic1.PC: 3 flops
INFO  metric post_synth_fa_ha_maj_area_fraction = 5.59%
INFO  metric maxSlewViolCount = 0
INFO  metric dp_hpwl = 452 um
INFO  metric power.density_cell_area = 930 nW/um2
INFO  metric first_pass_iters = 1
INFO  metric part_of_the_yosys_area_used_for_sequential_elements = 26.8%
INFO  metric regToRegSetupSlack = 0.03 ns
INFO  metric synth-async-reset-ratio = 0%
INFO  metric antenna_cells_inserted = 0
INFO  metric fp.dieH = 80 um
INFO  metric floorplan.io_pins = 17
INFO  metric drive_above_1_share = 30.6%
INFO  metric max-cap-violations = 0
INFO  metric registers.top_by_ff_count = ic1.PC
INFO  metric numClockSinks = 3
INFO  metric post-route-util = 10.3%
INFO  metric synth.top_cells.by_count = buf_4, dfxtp_1, a21oi_1, nand2_1, or3b_1
INFO  metric clkTransAtPathRegs = 0.04 ns
INFO  metric post_synth_num_cell_types = 11
INFO  metric clkLatencyLatePin = 0.23 ns
INFO  metric syn-instance-count = 25
INFO  metric report.final.hold_viol_count = 0
INFO  metric worst-endpoint-arrival = 1.31 ns
INFO  metric gp_congestion = 0.732
INFO  metric setup.worst_path.start_class = flip-flop
INFO  metric htree_levels = 1
INFO  metric yosysMostFrequentCell = buf_4
INFO  metric yosys_warnings = 1
INFO  metric critical_path_class = reg -> reg
INFO  metric worstPathMaxFanout = 4
INFO  metric synth_top_flop_cell = dfxtp_1
INFO  metric synth-edff-count = 0
INFO  metric cts-buffers-inserted = 3
INFO  metric grt_antenna_before_repair = 0
INFO  metric die_width = 80 um
INFO  metric synth_flop_count = 3
INFO  metric syn_area = 224 um2
INFO  metric post-route-drc-count = 0
INFO  metric outcome = finished, final reports clean
INFO  metric setup_viol = 0
[through the flow]
stage	setup slack [ns]	instance area, um2	power (W)	setup TNS, ns	std cells
floorplan	0.0789	258	0.000146	0	34
global placement	-0.223	308	0.000154	-0.529	77
detailed placement	-0.264	308	0.000155	-0.661	77
CTS	0.000570	340	0.000337	0	82
global route	0.00162	353	0.000362	0	82
finish	0.0308	353	0.000328	0	82
[kinds of logic (layout without fill, tap and decap cells)]
| logic type | Yosys count | in the layout |
|---|---|---|
| AND/OR/NAND/NOR | 6 | 6 |
| other | 1 | 10 |
| buffers and inverters | 10 | 12 |
| flip-flops | 3 | 3 |
| adder cells (fa/ha/maj) | 1 | 1 |
| AND-OR/OR-AND | 4 | 4 |
[where the power goes]
group | internal [W] | leakage, nW | switching, W | total (W)
clock | 0.000124 | 0.0150 | 0.0000502 | 0.000175
sequential | 0.000106 | 0.0258 | 0.00000455 | 0.000111
combinational | 0.0000268 | 0.106 | 0.0000159 | 0.0000427
[worst max-delay path, stage by stage (launching register included)]
cell	delay, ns
dfxtp_2	0.33
ha_4	0.16
or3b_1	0.36
a221oi_2	0.23
[worst paths after layout]
kind                               start                endpoint  cells past startpoint
hold reg to reg   ic1.PC[1]$_SDFFE_PP0N_  ic1.PC[1]$_SDFFE_PP0N_                      2
setup / recovery  ic1.PC[0]$_SDFFE_PP0N_    ic1.PC[2]$_SDFF_PP0_                      3
setup reg to reg  ic1.PC[0]$_SDFFE_PP0N_    ic1.PC[2]$_SDFF_PP0_                      3
hold / removal                       br4  ic1.PC[1]$_SDFFE_PP0N_                      3
[what timing repair did]
action | in CTS | in global routing
gates resized | 7 | 2
hold buffers | 0 | 0
pin swaps | 0 | 2
setup endpoints to repair | 4 | 1
buffers inserted | 1 | 0
[layer usage]
layer  track usage (%)  wire [um]  vias to the layer above
met5                 0          0                        -
met3             0.682         27                        0
li1                  -          -                       88
met4             0.704          0                        0
met1              1.53        181                       87
met2              2.97        322                        7
[layout by cell type (no fill, tap or decap)]
cell type / n
a21oi_1: 2
nand2_1: 2
clkbuf_4: 3
or3_2: 1
a221oi_2: 1
or2b_1: 1
dlygate4sd2_1: 4
or3b_1: 2
conb_1: 10
ha_4: 1
buf_4: 2
dfxtp_2: 3
clkbuf_1: 1
clkdlybuf4s50_1: 2
o21bai_1: 1
[cell type report]
class | count | area [um2]
fillers | 407 | 3060
multi-input cells | 21 | 135
repair buffers | 8 | 70.1
flip-flops and latches | 3 | 63.8
well taps | 46 | 57.6
clock buffers | 4 | 26.3
No activity file was given, so power comes from the tool's default toggle rates.
