$ cat ./config.mk
export PLATFORM = sky130hd
export DESIGN_NAME = reg_file
export DESIGN_NICKNAME = reg_file
export VERILOG_FILES = /design/flow/design.v
export SDC_FILE = /design/flow/constraint.sdc
export NUM_CORES = 4
export LEC_CHECK = 1
export CORE_AREA = 10 10 93 93
export DIE_AREA = 0 0 103 103
$ cat ./constraint.sdc
current_design reg_file

set clk_period 1.5
set clk_io_pct 0.2

create_clock -name clk0 -period $clk_period [get_ports {clk}]

set non_clock_inputs [all_inputs -no_clocks]
set_input_delay [expr $clk_period * $clk_io_pct] -clock clk0 $non_clock_inputs
set_output_delay [expr $clk_period * $clk_io_pct] -clock clk0 [all_outputs]
$ cat ./design.v
package definitions;
typedef enum logic[2:0] {
  SLL = 3'b000,	     
  SRL = 3'b001,		 
  ADD = 3'b010,		 
  SUB = 3'b011,		 
  LSW = 3'b100,
  CLR = 3'b101,
  EMK = 3'b110,
  INC = 3'b111
	 } op_code;
endpackage  
module reg_file #(parameter raw = 4 )
          ( input clk,                            
            input [raw-1:0]   rs_in,                 
            input          rt_in,                 
            input          rd_in,                 
            input          wen_in,                
            input [7:0]   wrdata_in,             
            output logic [7:0]   rs_out,         
            output logic [7:0]   rt_out
          );
          logic [7:0] RF [2**raw];  
          assign rt_out = RF[rt_in];
          assign rs_out = RF[rs_in];
          always_ff @ (posedge clk)
            if (wen_in)
              RF[rd_in] <= wrdata_in;
endmodule
$ cat ./run.sh
#!/bin/bash
# OpenROAD 26Q1-2900-gdf79404cd8, Yosys 0.63+post, stock flow scripts
make -C /OpenROAD-flow-scripts/flow DESIGN_CONFIG=/design/flow/config.mk WORK_HOME=/design/flow/orfs finish
==> results.cfg <==
; flow metrics
[timing]
finalHoldViolCount = 0
finalClockPeriodUsage_pct = 98.2
worst_pin_slew_ns = 0.107
rsz0062_at_grt = no
slew_headroom_pct = 92.8
holdWs_ns = 0.639
drv_slew = 0
final-setup-viol-count = 0
max_freq_ghz = 0.679
finalSetupTns_ns = 0
min_period_ns = 1.47

[worst_hold_path]
hold_start = wrdata_in[2]
worst_hold_path.num_cells = 1
worst_hold_path.endpoint = RF[0][2]$_DFFE_PP_
hp-class = input pin to register

[critical_path]
critical_path_buf_inv_count = 3
worstPathArrival_ns = 1.17
slowest_delay_ns = 0.29
crit_chain = clkdlybuf4s15_2, buf_6, mux2_4, dlygate4sd2_1
worstSetupEndpointType = output pin
startpoint_type = input pin
cp_slowest_cell = mux2_4
crit_path_start = rs_in[0]
path_delay_family = buffers and inverters
crit_fanout = 4
worstSetupPathType = input pin to output pin
required_ns = 1.20

[synthesis]
synth_flop_count = 16
ys_cells = 36
yosys_area_sq_um = 756
ys_sh_aoi_pct = 0
ys_seq_share_pct = 63.6
ys_warn_count = 1
ys_sh_adder_pct = 0
syn_area_per_cell_sq_um = 21.0
synthSimpleGateAreaFrac_pct = 1.66
xor_area_share_pct = 0
synthTopLogicFamily = multiplexers
syn_area_sq_um = 756
synth_cell_types = 5
synthMuxAreaShare_pct = 31.8
synth_cells = 36

[run]
maxCapViolations = 0
warnings = 29

[cells_and_area]
biggestRegsByFlops = RF: 16 flops
register_area_sq_um = 480
fill_cells = 741
logic_area_sq_um = 253
regMostFlops = RF
drive_above_1_share_pct = 44.6
largest_reg_flops = 16
finish.utilization_pct = 17.9
area_growth_pct = 59.8

[floorplanning]
core_area_sq_mm = 0.00676
row_count = 30
die_area_sq_mm = 0.0106
core_util_floorplan_pct = 11.2
die_height_um = 103
die_w_um = 103
pin_count = 32

[global_route]
first_global_vias = 550
grt_overflow = 0
antenna_found_initial = 0
grt_util_all_layers_pct = 3.42
grt_pass1_wl_um = 2690
grt_max_degree = 10

[clock_network]
cts_inserted_buffers = 3
hold_buffers = 0
tritoncts = yes
clk_pin_slew_ns = 0.06
htree_levels = 1
cts_root_buffer = clkbuf_8
clock_sinks = 16
clock_tree.buffer_depth = 2

[detailed_routing]
drt_first_pass_iters = 2
viasPerCell = 2.86
vias = 441
wl_um = 1800
drc_errors = 0
diodes = 0
ant_nets = 0
wl_per_cell_um = 11.7
drtIter0Drc = 15

[pwr]
peakVddDrop_uv = 496
power.density_mw_per_mm2 = 860
power.total_mw = 1.04
p_leak_nw = 0.479

[outcome]
status = complete, no violations

[placement]
place.port_buffers = 28
place.gp.congestion = 0.718
## worst max path at each step
stage | end | cells after the start
after CTS | rt_out[4] | 5
after global routing | rs_out[3] | 2
final | rs_out[3] | 4
## power breakdown
part / leakage [nW] / switching [mW] / total (mW) / internal, mW
clock network: 0.0231 / 0.124 / 0.305 / 0.181
registers: 0.150 / 0.0160 / 0.543 / 0.527
logic: 0.305 / 0.0510 / 0.190 / 0.139
## timing repair
action                     CTS  global route
buffers inserted             3             0
setup endpoints to repair   16            10
resized                     32             8
## cell usage after synthesis
| master | instances | area, sq um |
|---|---|---|
| and2_1 | 1 | 6.26 |
| nor2b_1 | 1 | 6.26 |
| edfxtp_1 | 16 | 480 |
| mux2_4 | 16 | 240 |
| buf_6 | 2 | 22.5 |
## cell type report
class	count	share of cell area [%]
repair buffers	36	27.3
clock buffers	3	3.42
well taps	80	8.29
clock inverters	1	0.311
flip-flops and latches	16	39.8
multi-input cells	18	20.9
## cell families after synthesis
group,Yosys count
flip-flops,16
AND/OR/NAND/NOR,2
multiplexers,16
buffers and inverters,2
## layout by cell type (no fill, tap or decap), drive strengths merged
| master | count |
|---|---|
| clkdlybuf4s50 | 10 |
| buf | 12 |
| dlygate4sd2 | 6 |
| and2 | 1 |
| mux2 | 16 |
| edfxtp | 16 |
| clkdlybuf4s15 | 7 |
| clkinv | 1 |
| clkbuf | 4 |
| nor2b | 1 |
## metal layers
metal	GRT usage (%)	vias up	wire length [um]
met5	0	-	0
met4	0.535	0	27
met3	1.83	5	156
met2	6.63	18	981
met1	3.05	203	630
li1	-	215	-
## metrics by stage
| step | cells | instance area [sq um] | worst slack [ns] |
|---|---|---|---|
| after floorplan | 36 | 756 | 0.407 |
| after global placement | 148 | 1170 | -0.500 |
| final | 154 | 1210 | 0.0271 |
| after CTS | 155 | 1220 | -0.0780 |
| after detailed placement | 148 | 1170 | -0.501 |
| after global routing | 154 | 1210 | 0.000177 |
No activity file was given, so power comes from the tool's default toggle rates.
